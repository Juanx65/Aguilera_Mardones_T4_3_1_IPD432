--- ./config.mk ---
export PLATFORM = sky130hd
export DESIGN_NAME = DISP_MOD
export DESIGN_NICKNAME = DISP_MOD
export VERILOG_FILES = /design/flow/design.v
export SDC_FILE = /design/flow/constraint.sdc
export NUM_CORES = 4
export LEC_CHECK = 1
export CORE_UTILIZATION = 40
--- ./constraint.sdc ---
current_design DISP_MOD

set clk_period 4.2
set clk_io_pct 0.2

create_clock -name clk0 -period $clk_period [get_ports {clk}]

set non_clock_inputs [all_inputs -no_clocks]
set_input_delay [expr $clk_period * $clk_io_pct] -clock clk0 $non_clock_inputs
set_output_delay [expr $clk_period * $clk_io_pct] -clock clk0 [all_outputs]
--- ./design.v ---
`timescale 1ns / 1ps
module DISP_MOD (
    input logic clk, rst,
    input logic [31:0] data32,
    input logic [2:0] operation,
    input logic flag_ready32,
    output logic [6:0] SEG,
    output logic [7:0] AN
    );
    localparam READ_VEC_A = 'd1;
    localparam READ_VEC_B = 'd2;
    localparam SUM_VEC = 'd3;
    localparam AVG_VEC = 'd4;
    localparam MAN_DIST = 'd5;
    localparam EUC_DIST = 'd6;
    logic [31:0] data_to_display;
    initial data_to_display = 'b0;
    always_ff @(posedge clk)
        if(flag_ready32)
            data_to_display <= data32;
        else
            data_to_display <= data_to_display;
    logic [31:0] data32_bcd;  
    logic [31:0] data_display;
    logic [7:0] dist_type; 
    logic [7:0] anodo;   
    assign anodo = (operation > AVG_VEC) ? 8'b1011_1111 : 8'b0;   
    assign dist_type = operation == EUC_DIST ? 8'b1111_1110: 8'b1101_1100;   
    assign data_display = {dist_type, data32_bcd[23:0]};
    unsigned_to_bcd SEGM(   .clk(clk),
                            .trigger(1),
                            .in(data_to_display),  
                            .idle(),
                            .bcd(data32_bcd)  
                            );
    display DIS(.clk_in(clk), 
                .rst(rst), 
                .numero(data_display), 
                .an_on(anodo), 
                .sevenSeg(SEG), 
                .anodo(AN)); 
endmodule
`timescale 1ns / 1ps
module clk_divider
#(parameter frec = 1, frec_in = 100000000)
(
input logic clk_in, 
input logic rst,
output logic clk_out
 );
 localparam COUNTER_MAX = frec_in/(2*frec);
 localparam BITWIDTH = $clog2(COUNTER_MAX+1);
 logic clk_next;
 logic [BITWIDTH-1:0] count;
 logic [BITWIDTH-1:0] count_next; 
 always_ff @(posedge clk_in) begin
    clk_out <= clk_next;
    count <= count_next;
 end
 always_comb begin
    if (rst) begin
        count_next = 'd0;
        clk_next = 0;
    end
    else begin 
        if (count == COUNTER_MAX -1) begin
            clk_next = ~clk_out;
            count_next = 'd0;
        end
        else begin
            clk_next = clk_out;
            count_next = count + 1;
        end
    end
end
endmodule
`timescale 1ns / 1ps
module display(
    input logic clk_in,
    input logic rst,
    input logic [31:0] numero,
    input logic [7:0] an_on,
    output logic [6:0] sevenSeg,
    output logic [7:0] anodo   
    );
    logic clock;
    clk_divider #(.frec(480)) clk_d(.clk_in(clk_in), .rst(rst), .clk_out(clock));
    logic [2:0] cont;
    logic [2:0] p;
    assign cont = p;
    always_ff @(posedge clock or posedge rst) begin  
    if (rst)
        p <= 'b0;
    else
        p <= p + 'b1;
    end
    logic [3:0] bus;
    always_comb begin
    case(cont)
        'd0: bus = numero[31:28];   
        'd1: bus = numero[27:24];   
        'd2: bus = numero[23:20];
        'd3: bus = numero[19:16];
        'd4: bus = numero[15:12];
        'd5: bus = numero[11:8];
        'd6: bus = numero[7:4];
        'd7: bus = numero[3:0];
        default: bus = numero[31:28];
        endcase
    end
    always_comb begin
        case(cont)
            3'd0: begin if (an_on[7]) anodo = 8'b0111_1111; else anodo =~'b0; end
            3'd1: begin if (an_on[6]) anodo = 8'b1011_1111; else anodo  =~'b0; end   
            3'd2: begin  if (an_on[5])  anodo = 8'b1101_1111; else anodo = ~'b0;end       
            3'd3: begin  if (an_on[4]) anodo = 8'b1110_1111; else anodo = ~'b0;end        
            3'd4:  begin if (an_on[3])  anodo = 8'b1111_0111;  else anodo = ~'b0;end
            3'd5: begin if (an_on[2])  anodo = 8'b1111_1011; else  anodo = ~'b0;end     
            3'd6: begin  if (an_on[1]) anodo = 8'b1111_1101; else  anodo = ~'b0;end
            3'd7: begin if (an_on[0]) anodo = 8'b1111_1110; else  anodo = ~'b0;end
            default: anodo= 8'b1111_1111;
      endcase 
    end 
    always_comb begin     
        case (bus)
		  4'd0:  sevenSeg = 7'b0000001;
		  4'd1:  sevenSeg = 7'b1001111; 
		  4'd2:  sevenSeg = 7'b0010010;
		  4'd3:  sevenSeg = 7'b0000110;
		  4'd4:  sevenSeg = 7'b1001100;
		  4'd5:  sevenSeg = 7'b0100100;
		  4'd6:  sevenSeg = 7'b0100000;
		  4'd7:  sevenSeg = 7'b0001111;
		  4'd8:  sevenSeg = 7'b0000000;
		  4'd9:  sevenSeg = 7'b0001100;
		  4'd10: sevenSeg = 7'b0001000; 
		  4'd11: sevenSeg = 7'b0011000;  
		  4'd12: sevenSeg = 7'b0001000;  
		  4'd13: sevenSeg = 7'b0001001;   
		  4'd14: sevenSeg = 7'b1000001;   
		  4'd15: sevenSeg = 7'b0110000;  
		  default: sevenSeg = 7'b1111111;
        endcase
    end
endmodule
`timescale 1ns / 1ps
module unsigned_to_bcd
(
	input clk,             
	input trigger,         
	input [31:0] in,       
	output reg idle,       
	output reg [31:0] bcd  
);
	localparam S_IDLE  = 'b001;
	localparam S_SHIFT = 'b010;
	localparam S_ADD3  = 'b100;
	reg [2:0] state, state_next;  
	reg [31:0] shift, shift_next;
	reg [31:0] bcd_next;
	localparam COUNTER_MAX = 32;
	reg [5:0] counter, counter_next;  
	always @(*) begin
		state_next = state;
		shift_next = shift;
		bcd_next = bcd;
		counter_next = counter;
		idle = 1'b0;  
		case (state)
		S_IDLE: begin
			counter_next = 'd1;
			shift_next = 'd0;
			idle = 1'b1;
			if (trigger) begin
				state_next = S_SHIFT;
			end
		end
		S_ADD3: begin
			if (shift[31:28] >= 5)
				shift_next[31:28] = shift[31:28] + 4'd3;
			if (shift[27:24] >= 5)
				shift_next[27:24] = shift[27:24] + 4'd3;
			if (shift[23:20] >= 5)
				shift_next[23:20] = shift[23:20] + 4'd3;
			if (shift[19:16] >= 5)
				shift_next[19:16] = shift[19:16] + 4'd3;
			if (shift[15:12] >= 5)
				shift_next[15:12] = shift[15:12] + 4'd3;
			if (shift[11:8] >= 5)
				shift_next[11:8] = shift[11:8] + 4'd3;
			if (shift[7:4] >= 5)
				shift_next[7:4] = shift[7:4] + 4'd3;
			if (shift[3:0] >= 5)
				shift_next[3:0] = shift[3:0] + 4'd3;
			state_next = S_SHIFT;
		end
		S_SHIFT: begin
			shift_next = {shift[30:0], in[COUNTER_MAX - counter_next]};
			if (counter == COUNTER_MAX) begin
				bcd_next = shift_next;
				state_next = S_IDLE;
			end else
				state_next = S_ADD3;
			counter_next = counter + 'd1;
		end
		default: begin
			state_next = S_IDLE;
		end
		endcase
	end
	always @(posedge clk) begin
		state <= state_next;
		shift <= shift_next;
		bcd <= bcd_next;
		counter <= counter_next;
	end
endmodule
--- ./run.sh ---
#!/bin/bash
# OpenROAD 26Q1-2900-gdf79404cd8, Yosys 0.63+post, stock flow scripts
make -C /OpenROAD-flow-scripts/flow DESIGN_CONFIG=/design/flow/config.mk WORK_HOME=/design/flow/orfs finish
==> impl_metrics.toml <==
# generated from flow reports
[sta]
hold_ws_ns = 0.476
hold_viol = 0
post-route-worst-setup-slack_ns = 0.336
number_of_register_pins_that_no_clock_reaches = 3
unconstrained_endpoints = 3
setup-violations-final = 0
timing.fmax_mhz = 259
slew-limit-headroom = 0.422
setup_total_negative_slack_ns = 0
tightestPinTransition_ns = 0.865
rsz0062_at_grt = "no"
clock_skew_ns = 0.00801
fin_crit_ns = 3.86
timing.final.max_slew_violations = 0
fin_crit_sh = 0.920

[cts]
cts-resized-gates = 0
root_buffer = "sky130_fd_sc_hd__clkbuf_16"
worst_skew_pair_later_pin_latency_ns = 0.34
hold_buffers = 0
tritoncts = "built"
number_of_buffers_inserted_by_post_cts_setup_repair = 0
numCtsBuffers = 9
worst_setup_hold_path_clk_slew_ns = 0.07
ctsLongestPathBuffers = 2
htree_num_levels = 3

[yosys]
synthesis.area_um2 = 5550
ys_top_cells_by_area = "sky130_fd_sc_hd__edfxtp_1 (47%), sky130_fd_sc_hd__dfxtp_1 (7.6%), sky130_fd_sc_hd__ha_1 (6.3%), sky130_fd_sc_hd__mux4_2 (3.7%), sky130_fd_sc_hd__xor2_1 (3.0%)"
syn_inst = 468
synth.yosys.num_cells = 468
synth_chip_area_um2 = 5550
top_area_frac = 0.465
yosys-top-cells-count = "sky130_fd_sc_hd__edfxtp_1 (86), sky130_fd_sc_hd__nor2_1 (44), sky130_fd_sc_hd__inv_1 (32), sky130_fd_sc_hd__ha_1 (28), sky130_fd_sc_hd__o21ai_0 (24)"
ys_ff = 110
synth_top_cell_by_count = "sky130_fd_sc_hd__edfxtp_1"
ys_seq_frac = 0.554
post_synth.cell_area_avg_um2 = 11.9
enable_flop_cells = 86
synth-async-reset-ratio = 0.0273
largest_area_cell = "sky130_fd_sc_hd__edfxtp_1"
ys_types = 57
dominantRegCellSynth = "sky130_fd_sc_hd__edfxtp_1"
synth-warning-count = 5

[global_route]
grt_antenna_before_repair = 0
grt_start_max_net_pins = 33
vias_in_the_first_global_route = 3631
wire_length_of_the_first_global_routing_pass_mm = 17.2
global_route.overflow_total = 0
grtUsageTotal = 0.157

[detailed_routing]
finalWirelength_mm = 9.87
dr.pass1.iters = 5
n_antenna_cell = 0
routed-via-count = 3645
antenna_violating_nets_post_route = 0
remaining_drc_errors = 0
viasPerCell = 5.26
dr.first_iter.drc_count = 178
post_detailed_route_wirelength_per_cell_um = 14.2

[flow_run]
cap_violations = 0
log.warning_count = 42

[final_layout]
final_layout_size_suffix_gt1_frac = 0.0774
final_area_um2 = 6500
ff_latch_area_um2 = 3080
flow.area_growth_from_synthesis_pct = 17.1
logic_area_um2 = 2250
final_cells = 693
final.fill_count = 1183

[worst_setup_path]
worstSetupEndpointType = "output pin"
rr_startpoint = "SEGM.counter[0]"
crit_type = "primary input to output pin"
worstPathMaxFanout = 5
setup.worst_path.start = "operation[2]"
worst_setup_path_start_kind = "primary input"
critical_path_arrival_ns = 3.02
crit_required_ns = 3.36

[power_and_ir_drop]
p_seq_frac = 0.567
relative_contribution_of_combinational_cells_to_total_power = 0.039
irDropWorstVdd_v = 0.000203
netSwitchingFraction = 0.195
cell_internal_pwr_w = 0.00167
p_sw_w = 0.000402
pwr-share-clk = 0.394
p_per_area_nw_per_um2 = 318
power.static_leakage_nw = 2.29

[die]
die_height_um = 120
fp.dieW_um = 120
core_outline_area_um2 = 13400
io_pins = 53
placementRows = 42
floorplan.core_util = 0.414
design.die.area_um2 = 14400

[hold_path]
holdCritStartpoint = "SEGM.state[1]"
class_of_the_tightest_hold_or_removal_check = "flop to flop"

[placement]
dpl.hpwl_mm = 6.94
place_ws_ns = 0.344
placedCellCount = 677
dpl_cell_area_um2 = 6210
routabilityCongestion = 0.835
buffer_ports.inserted = 51

[run_status]
run_status = "complete, no violations"
area by class of cell:
class,instances,share of cell area
Clock inverter,6,0.00789
Clock buffer,10,0.0368
Multi-Input combinational cell,304,0.346
Tap cell,176,0.0339
Sequential cell,110,0.474
Inverter,32,0.0185
Timing Repair Buffer,55,0.0832
worst paths after layout:
check / endpoint / slack, ns / cells past startpoint
min reg2reg: SEGM.state[1] / 0.48 / 1
max: SEG[1] / 0.34 / 9
min: SEGM.state[1] / 0.48 / 1
max reg2reg: SEGM.bcd[14] / 1.44 / 7
critical path: stages:
cell	delay, ns
sky130_fd_sc_hd__clkdlybuf4s50_1	0.49
sky130_fd_sc_hd__nand2_1	0.06
sky130_fd_sc_hd__nor2_1	0.11
sky130_fd_sc_hd__a211o_1	0.21
sky130_fd_sc_hd__inv_1	0.12
sky130_fd_sc_hd__ha_1	0.21
sky130_fd_sc_hd__mux2_1	0.29
sky130_fd_sc_hd__nor4_1	0.19
sky130_fd_sc_hd__clkdlybuf4s50_1	0.51
kinds of logic after synthesis:
| logic type | count (synthesis) | synth area share |
|---|---|---|
| buffers and inverters | 54 | 0.0401 |
| multiplexers | 23 | 0.0629 |
| XOR/XNOR | 33 | 0.0521 |
| other | 1 | 0.000675 |
| AND-OR/OR-AND | 79 | 0.0915 |
| flip-flops | 110 | 0.554 |
| AND/OR/NAND/NOR | 140 | 0.135 |
| adder cells (fa/ha/maj) | 28 | 0.0631 |
state kept, by name, summed over array words and instances, names as in the netlist:
name / cells
DIS.clk_d.clk_out: 1
DIS.clk_d.count: 17
DIS.p: 3
SEGM.bcd: 24
SEGM.counter: 6
SEGM.shift: 24
SEGM.state: 3
data_to_display: 32
layer usage:
metal | vias to the layer above | wire length [um] | track usage
met2 | 88 | 4680 | 0.255
met5 | - | 0 | 0
met1 | 1743 | 4570 | 0.241
met3 | 13 | 464 | 0.0277
met4 | 0 | 153 | 0.0234
li1 | 1801 | - | -
power groups by stage:
stage                 Combinational, W  Clock [W]  Sequential, W
final                        0.0000800   0.000815        0.00117
after CTS                    0.0000812   0.000837        0.00117
after global routing         0.0000885   0.000886        0.00118
placed cells by master (no fill, tap or decap), types with 3 or more instances in the layout:
| master | Yosys | layout |
|---|---|---|
| sky130_fd_sc_hd__nand2b_1 | 5 | 5 |
| sky130_fd_sc_hd__mux2i_1 | 12 | 12 |
| sky130_fd_sc_hd__nor2_1 | 44 | 44 |
| sky130_fd_sc_hd__xor2_1 | 19 | 19 |
| sky130_fd_sc_hd__clkbuf_16 | 0 | 9 |
| sky130_fd_sc_hd__nand3b_1 | 5 | 5 |
| sky130_fd_sc_hd__clkdlybuf4s50_1 | 0 | 51 |
| sky130_fd_sc_hd__inv_1 | 32 | 32 |
| sky130_fd_sc_hd__o21ai_0 | 24 | 24 |
| sky130_fd_sc_hd__ha_1 | 28 | 28 |
| sky130_fd_sc_hd__and3_1 | 5 | 5 |
| sky130_fd_sc_hd__mux4_2 | 9 | 9 |
| sky130_fd_sc_hd__o2bb2ai_1 | 3 | 3 |
| sky130_fd_sc_hd__nand4_1 | 9 | 9 |
| sky130_fd_sc_hd__a31oi_1 | 3 | 3 |
| sky130_fd_sc_hd__dfrtp_1 | 3 | 3 |
| sky130_fd_sc_hd__o22ai_1 | 13 | 13 |
| sky130_fd_sc_hd__a222oi_1 | 4 | 4 |
| sky130_fd_sc_hd__dfxtp_1 | 21 | 21 |
| sky130_fd_sc_hd__nand4b_1 | 3 | 3 |
| sky130_fd_sc_hd__a21oi_1 | 15 | 15 |
| sky130_fd_sc_hd__edfxtp_1 | 86 | 86 |
| sky130_fd_sc_hd__a22o_1 | 4 | 4 |
| sky130_fd_sc_hd__nand2_1 | 23 | 23 |
| sky130_fd_sc_hd__buf_4 | 2 | 4 |
| sky130_fd_sc_hd__xnor2_1 | 14 | 14 |
| sky130_fd_sc_hd__nand3_1 | 11 | 11 |
| sky130_fd_sc_hd__nor3_1 | 6 | 6 |
| sky130_fd_sc_hd__and4_1 | 3 | 3 |
| sky130_fd_sc_hd__and2_1 | 6 | 6 |
| sky130_fd_sc_hd__nor4_1 | 7 | 7 |
through the flow:
step | total power [W] | utilization
final | 0.00207 | 0.485
after global routing | 0.00215 | 0.485
after CTS | 0.00209 | 0.485
after detailed placement | 0.00128 | 0.463
after global placement | 0.00128 | 0.463
after floorplan | 0.00122 | -
No activity file was given, so power comes from the tool's default toggle rates.
