==> flow/design.v <==
`timescale 1ns / 1ps
module UART_RX_Logic
#(parameter
	BR_SIZE = 1024,  
	BR_WIDTH = 10,    
	CLK_FREQUENCY = 100000000,
	BAUD_RATE = 115200
)(
    input logic clk, rst,
    input logic rx,  
    output logic [7:0] CD_Data,  
    output logic [7:0] Data,   
    output logic enaA,  
    output logic enaB,  
    output logic enaC,
    output logic [BR_WIDTH-1:0] addra  
);
    logic [7:0] host_byte;  
    logic rx_ready, rx_ready_pre, rx_ready_sync;  
    logic baud8_tick;
    uart_baud_tick_gen #(
		.CLK_FREQUENCY(CLK_FREQUENCY),
		.BAUD_RATE(BAUD_RATE),
		.OVERSAMPLING(8)
	) baud8_tick_blk (
		.clk(clk),
		.enable(1'b1),
		.tick(baud8_tick)
	);
	uart_rx uart_rx_blk (
		.clk(clk),
		.reset(rst),
		.baud8_tick(baud8_tick),
		.rx(rx),
		.rx_data(host_byte),
		.rx_ready(rx_ready_pre)
	);
	always @(posedge clk) begin
		rx_ready_sync <= rx_ready_pre;
		rx_ready <= ~rx_ready_sync & rx_ready_pre;
	end
    logic flag_rx, flag_tx, ena_fsm, rx_ready_fsm;
    fsm_rx#(.BR_SIZE(BR_SIZE),.BR_WIDTH(BR_WIDTH)) FSMRX
            (.clk(clk), .rst(rst),
	         .rx_data(host_byte),
             .flag_tx(flag_tx),
             .rx_ready(rx_ready_fsm),
             .ena(ena_fsm),
             .addra(addra),
             .din(Data),
             .flag_rx(flag_rx)
    );
    fsm_rx_data_in fsmru (
        .clk(clk), .rst(rst),
        .uart_data(host_byte),       
        .rx_ready_in(rx_ready),
        .ena(ena_fsm), .flag_rx(flag_rx),               
	    .enaA(enaA), .enaB(enaB), .enaC(enaC),     
        .flag_tx(flag_tx),            
        .command_data(CD_Data),
        .rx_ready_out(rx_ready_fsm)
    );
endmodule
`timescale 1ns / 1ps
module data_sync
(
	input clk,
	input in,
	output reg stable_out
);
	reg [1:0] in_sync_sr;
	wire in_sync = in_sync_sr[0];
	always @(posedge clk)
		in_sync_sr <= {in, in_sync_sr[1]};
	reg [1:0] sync_counter = 'b11, sync_counter_next;
	reg stable_out_next;
	always @(*) begin
		if (in_sync == 1'b1 && sync_counter != 2'b11)
			sync_counter_next = sync_counter + 'd1;
		else if (in_sync == 1'b0 && sync_counter != 2'b00)
			sync_counter_next = sync_counter - 'd1;
		else
			sync_counter_next = sync_counter;
	end
	always @(*) begin
		case (sync_counter)
		2'b00:
			stable_out_next = 1'b0;
		2'b11:
			stable_out_next = 1'b1;
		default:
			stable_out_next = stable_out;
		endcase
	end
	always @(posedge clk) begin
		stable_out <= stable_out_next;
		sync_counter <= sync_counter_next;
	end
endmodule
`timescale 1ns / 1ps
module fsm_rx
#(parameter
	BR_SIZE = 1024,
	BR_WIDTH = 10
)
(
	input  logic clk, rst,
	input  logic [7:0] rx_data,
    input  logic flag_tx,
    input  logic rx_ready,
	output logic ena,
    output logic [BR_WIDTH-1:0] addra,  
    output logic [7:0] din,
    output logic flag_rx
);
 logic ena_nx;
 logic [BR_WIDTH-1:0] addra_nx;  
 logic [7:0] din_nx;
 logic flag_rx_nx;
 logic [1:0] cont_ciclo,cont_ciclo_nx;
 typedef enum logic [3:0] {IDLE, ESCRIBE, AVANZA, ESPERA} state;
 state pr_state, nx_state;
 always_ff @(posedge clk)
	if (rst) pr_state <= IDLE;
	else pr_state <= nx_state;
  initial addra = 'b0;
  initial flag_rx = 'b0;
  initial ena = 'b0;
  initial din = 'b0;
  initial cont_ciclo = 'b0;
 always_comb begin
    ena_nx     = 'b0;
    addra_nx   = addra;
    din_nx     = rx_data;
    flag_rx_nx = 'b0;
    cont_ciclo_nx = 'b0;
    nx_state = pr_state;
	case (pr_state)
		IDLE:
        begin
            if(rx_ready)
                nx_state = ESCRIBE;
        end
        ESCRIBE:
        begin
            ena_nx = 'b1;
            nx_state = AVANZA;
        end
        AVANZA:
        begin
            addra_nx = addra + 'b1;
            if(addra == BR_SIZE-1)
                nx_state = ESPERA;
            else
                nx_state = IDLE;
        end
        ESPERA:
        begin
            flag_rx_nx = 'b1;
            if(flag_tx)
                nx_state = IDLE;
        end
	endcase
 end
	always_ff @(posedge clk)begin
        ena     <= ena_nx;
		addra   <= addra_nx;
        din     <= din_nx;
        flag_rx <= flag_rx_nx;
        cont_ciclo <= cont_ciclo_nx;
    end
 endmodule
`timescale 1ns / 1ps
module fsm_rx_data_in
(
	input  logic clk, rst,
    input  logic [7:0] uart_data,        
    input  logic rx_ready_in,            
    input  logic ena,                    
    input  logic flag_rx,                
	output logic enaA, enaB, enaC,     
    output logic flag_tx,                
    output logic [7:0] command_data,
    output logic rx_ready_out    
);
 logic [7:0] FirstByte, FirstByte_nx, command_data_nx;
  localparam DATA_BRAM_A = 8'd1;
  localparam DATA_BRAM_B = 8'd2;
  localparam DATA_COMM_D = 8'd3;
 typedef enum logic [5:0] {IDLE, FIRST_BYTE, COMM_DATA, SEND_COMM_DATA, WRITE_BRAM, END_WRITE} state;
 state pr_state, nx_state;
 always_ff @(posedge clk)
	if (rst) pr_state <= IDLE;
	else pr_state <= nx_state;
  initial enaA = 'b0;
  initial enaB = 'b0;
  initial enaC = 'b0;
  initial flag_tx = 'b0;
  initial rx_ready_out  = 'b0;
  initial command_data  = 'b0;
  initial FirstByte = 'b0;
 always_comb begin
    flag_tx         = 'b0;
    enaA            = 'b0;
    enaB            = 'b0;
    enaC            = 'b0;
    rx_ready_out    = 'b0;
    FirstByte_nx    = FirstByte;
    command_data_nx = command_data;
    nx_state        = pr_state;
	case (pr_state)
		IDLE:
        begin
            if(rx_ready_in) begin
                FirstByte_nx = uart_data;
                nx_state = FIRST_BYTE;
            end
        end
        FIRST_BYTE:
        begin
            if(FirstByte == DATA_BRAM_A || FirstByte == DATA_BRAM_B)
                nx_state = WRITE_BRAM;
            else if(FirstByte == DATA_COMM_D)
                nx_state = COMM_DATA;
        end
        COMM_DATA:
        begin
            if(rx_ready_in) begin
                nx_state = SEND_COMM_DATA;
            end
        end
        SEND_COMM_DATA:
        begin
            enaC = 'b1;
            command_data_nx = uart_data;
            nx_state = IDLE;
            flag_tx = 'b1;
        end
        WRITE_BRAM:
        begin
                rx_ready_out  = rx_ready_in;
                if(FirstByte == DATA_BRAM_A)
                    enaA = ena;
                else if(FirstByte == DATA_BRAM_B)
                    enaB = ena;
                if( flag_rx )
                    nx_state = END_WRITE;
        end
        END_WRITE:
        begin
            flag_tx = 'b1;
            nx_state = IDLE;
        end
    endcase
 end
	always_ff @(posedge clk)begin
        command_data <= command_data_nx;
        FirstByte <= FirstByte_nx;
    end
 endmodule
`timescale 1ns / 1ps
module uart_baud_tick_gen
#(
	parameter CLK_FREQUENCY = 25000000,
	parameter BAUD_RATE = 115200,
	parameter OVERSAMPLING = 1
)(
	input clk,
	input enable,
	output tick
);
	function integer clog2;
		input integer value;
		begin
			value = value - 1;
			for (clog2 = 0; value > 0; clog2 = clog2 + 1)
				value = value >> 1;
		end
	endfunction
	localparam ACC_WIDTH = clog2(CLK_FREQUENCY / BAUD_RATE) + 8;
	localparam SHIFT_LIMITER = clog2(BAUD_RATE * OVERSAMPLING >> (31 - ACC_WIDTH));
	localparam INCREMENT =
			((BAUD_RATE * OVERSAMPLING << (ACC_WIDTH - SHIFT_LIMITER)) +
			(CLK_FREQUENCY >> (SHIFT_LIMITER + 1))) / (CLK_FREQUENCY >> SHIFT_LIMITER);
	(* keep = "true" *)
	reg [ACC_WIDTH:0] acc = 0;
	always @(posedge clk)
		if (enable)
			acc <= acc[ACC_WIDTH-1:0] + INCREMENT[ACC_WIDTH:0];
		else
			acc <= INCREMENT[ACC_WIDTH:0];
	assign tick = acc[ACC_WIDTH];
endmodule
`timescale 1ns / 1ps
module uart_rx
(
	input clk,
	input reset,
	input baud8_tick,
	input rx,
	output reg [7:0] rx_data,
	output reg rx_ready
);
	localparam RX_IDLE  = 'b000;
	localparam RX_START = 'b001;
	localparam RX_RECV  = 'b010;
	localparam RX_STOP  = 'b011;
	localparam RX_READY = 'b100;
	wire rx_bit;
	data_sync rx_sync_inst (
		.clk(clk),
		.in(rx),
		.stable_out(rx_bit)
	);
	reg [2:0] spacing_counter = 'd0, spacing_counter_next;
	wire next_bit;
	assign next_bit = (spacing_counter == 'd4);
	reg [2:0] state = RX_IDLE, state_next;
	reg [2:0] bit_counter = 'd0, bit_counter_next;
	reg [7:0] rx_data_next;
	always @(*) begin
		state_next = state;
		case (state)
		RX_IDLE:
			if (rx_bit == 1'b0)
				state_next = RX_START;
		RX_START: begin
			if (next_bit) begin
				if (rx_bit == 1'b0)  
					state_next = RX_RECV;
				else
					state_next = RX_IDLE;
			end
		end
		RX_RECV:
			if (next_bit && bit_counter == 'd7)
				state_next = RX_STOP;
		RX_STOP:
			if (next_bit)
				state_next = RX_READY;
		RX_READY:
			state_next = RX_IDLE;
		default:
			state_next = RX_IDLE;
		endcase
	end
	always @(*) begin
		bit_counter_next = bit_counter;
		spacing_counter_next = spacing_counter + 'd1;
		rx_ready = 1'b0;
		rx_data_next = rx_data;
		case (state)
		RX_IDLE: begin
			bit_counter_next = 'd0;
			spacing_counter_next = 'd0;
		end
		RX_RECV: begin
			if (next_bit) begin
				bit_counter_next = bit_counter + 'd1;
				rx_data_next = {rx_bit, rx_data[7:1]};
			end
		end
		RX_READY:
			rx_ready = 1'b1;
		endcase
	end
	always @(posedge clk) begin
		if (reset) begin
			spacing_counter <= 'd0;
			bit_counter <= 'd0;
			state <= RX_IDLE;
			rx_data <= 'd0;
		end else if (baud8_tick) begin
			spacing_counter <= spacing_counter_next;
			bit_counter <= bit_counter_next;
			state <= state_next;
			rx_data <= rx_data_next;
		end
	end
endmodule
==> flow/run.sh <==
#!/bin/bash
# OpenROAD 26Q1-2900-gdf79404cd8, Yosys 0.63+post, stock flow scripts
make -C /OpenROAD-flow-scripts/flow DESIGN_CONFIG=/design/flow/config.mk WORK_HOME=/design/flow/orfs finish
==> flow/config.mk <==
export PLATFORM = sky130hd
export DESIGN_NAME = UART_RX_Logic
export DESIGN_NICKNAME = UART_RX_Logic
export VERILOG_FILES = /design/flow/design.v
export SDC_FILE = /design/flow/constraint.sdc
export NUM_CORES = 4
export LEC_CHECK = 1
export CORE_UTILIZATION = 50
==> flow/constraint.sdc <==
current_design UART_RX_Logic

set clk_period 2.0
set clk_io_pct 0.2

create_clock -name clk0 -period $clk_period [get_ports {clk}]

set non_clock_inputs [all_inputs -no_clocks]
set_input_delay [expr $clk_period * $clk_io_pct] -clock clk0 $non_clock_inputs
set_output_delay [expr $clk_period * $clk_io_pct] -clock clk0 [all_outputs]
==> datasheet_impl.txt <==
Physical design parameters

Parameter                              Value

Outcome
  Result of the run .................. complete, no violations

Drt
  Number of nets with antenna violations after routing .................. 0
  Average wire per cell in the routed design .................. ~12 um
  Total antenna diodes in the routed design .................. 0
  Number of vias per cell after detailed routing .................. 4.99
  DR vias .................. 1948
  Starting DRC count in detailed routing .................. about 130
  Count of TritonRoute iterations in the first routing pass .................. 4
  DRC .................. 0
  Routed WL .................. roughly 4700 um

Placement
  Placed inst area .................. 0.00352 mm^2
  Number of I/O port buffers .................. 31
  Routability congestion estimate from global placement .................. 0.798
  DPL Wire Length .................. approximately 3100 um
  Worst setup slack after placement .................. 0.180 ns

Clock tree
  Number of buffers inserted by hold repair at cts .................. 0
  CTS Root Buffer Type .................. sky130_fd_sc_hd__clkbuf_8
  Number of buffers on the longest clock path .................. 2
  H-tree levels .................. 3
  Clock tree from TritonCTS .................. yes
  CTS Buf Count .................. 9
  Total number of clock tree sinks .................. 85
  Insertion delay to the later sink of the worst-skew pair .................. between 0.3 and 0.4 ns
  Clock transition at the register clock pins on the worst setup and hold paths after CTS .................. ~0.09 ns

Hold path
  Hold Path Class .................. flop to flop
  Worst Min Path Start .................. uart_rx_blk.rx_sync_inst.in_sync_sr[1]

STA
  Period utilisation layout .................. 0.926
  Hold violation count in the final report .................. 0
  Fin crit period .................. around 1.9 ns
  Worst-Margin Slew .................. between 0.5 and 0.6 ns
  Unrepaired setup endpoints after global routing .................. no
  Max-Slew Margin vs Limit .................. 0.660
  Clk_skew .................. 0.00882 ns
  Sum of negative setup slack .................. 0 ns
  Setup violations, final .................. 0
  Maximum clock frequency .................. 540 MHz
  Final Worst Setup Slack .................. 0.148 ns
  Max Transition Viols Final .................. 0

Synthesis
  Mean instance size in the synthesized netlist .................. about 12 um^2
  Synthesized instance count .................. 269
  Yosys warning tally .................. 6
  Synthesized cell area .................. just over 0.003 mm^2

Floorplan
  I/O pin count .................. 32
  Die W .................. between 80 and 90 um
  Die outline height .................. between 80 and 90 um
  Initial standard-cell utilization of the core .................. 0.523
  Cell Rows .................. 28
  Chip Area .................. 0.00655 mm^2
  Core area .................. 0.00596 mm^2

Final layout
  Final design area excluding fillers .................. 0.00377 mm^2
  Fraction of layout cells with a size suffix above 1 .................. 0.0984
  Highest-count cells in the layout ignoring fill and taps .................. sky130_fd_sc_hd__dfxtp_1 (55), sky130_fd_sc_hd__nand2_1 (34), sky130_fd_sc_hd__edfxtp_1 (29), sky130_fd_sc_hd__clkdlybuf4s50_1 (29), sky130_fd_sc_hd__a21oi_1 (17)
  Top cell excl fill/tap .................. sky130_fd_sc_hd__dfxtp_1
  Synth-to-Final Area Change .................. 21.1%

Critical path
  Critical path required time .................. between 1.5 and 2 ns
  Cells traversed along the worst timing path .................. nor2_2 > and3_4 > nand2_2 > nor3_2 > dlygate4sd2_1
  Highest cell delay on the worst timing path .................. 0.39 ns
  Maximum fanout count along the critical path .................. 2
  Launch point of the worst reg-to-reg path .................. uart_rx_blk.rx_sync_inst.stable_out
  Critical path endpoint category .................. primary output
  Slack of the worst reg-to-reg path .................. around 0.50 ns
  Element type at the critical path start .................. flop
  CP arrival .................. 1.45 ns
  Worst path slowest cell .................. sky130_fd_sc_hd__edfxtp_1
  Critical path launch point .................. fsmru.FirstByte[6]
  Critical path class .................. flop to primary output

Pwr
  Pwr dens .................. approximately 870 mW/mm^2
  Static leakage .................. roughly 1.4 nW
  Maximum vdd ir drop .................. 0.649 mV

Run
  Tally of OpenROAD warnings .................. 28
  Count of max-cap constraint violations .................. 0

Global routing
  Pin count of the biggest net entering global routing .................. 16
  Wire length of the first global-routing pass .................. between 7000 and 8000 um
  Remaining global-route overflow .................. 0
  Vias in the first global route .................. 1666
  GRT Resource Usage Total .................. 0.154
  Number of antenna violations at the first check in global routing .................. 0
-- power breakdown --
part           switching [W]  internal (W)
Sequential         0.0000328       0.00183
Combinational      0.0000612     0.0000549
Clock               0.000605      0.000709
-- registers in the layout, summed over array words and instances (netlist names), 4 cells and up --
signal	flops
FSMRX.addra	10
FSMRX.din	8
fsmru.command_data	8
fsmru.FirstByte	8
uart_rx_blk.rx_data	8
baud8_tick_blk.acc	15
fsmru.pr_state	6
FSMRX.pr_state	4
-- path summary, 6_finish.rpt --
check | to | cells after the start
worst max register to register | uart_rx_blk.state[0] | 4
worst min-delay path | uart_rx_blk.rx_sync_inst.in_sync_sr[0] | 0
worst min register to register | uart_rx_blk.rx_sync_inst.in_sync_sr[0] | 0
worst max-delay path | enaA | 5
-- metal layers --
layer | up-vias | track usage | wire length [um]
li1 | 1014 | - | -
met1 | 886 | 0.264 | 2510
met2 | 36 | 0.215 | 1870
met3 | 12 | 0.0274 | 171
met4 | 0 | 0.0339 | 119
met5 | - | 0 | 0
-- stage by stage --
step | hold slack [ns] | cells | power (W) | utilization
finish | 0.328 | 390 | 0.00330 | 0.633
global route | 0.334 | 390 | 0.00342 | 0.633
CTS | 0.335 | 390 | 0.00333 | 0.631
detailed placement | 0.321 | 373 | 0.00202 | 0.591
global placement | 0.313 | 373 | 0.00202 | 0.591
floorplan | 0.310 | 269 | 0.00199 | -
-- repair_timing --
item | in CTS | in global routing
gates cloned | 0 | 0
gates resized | 6 | 3
buffers inserted | 1 | 0
endpoints found under the setup margin | 2 | 2
pin swaps | 3 | 1
-- cell type report --
type | instances | area (um^2)
clock buffer | 9 | 124
sequential | 85 | 1990
tap | 75 | 93.8
inverter | 14 | 52.6
clock inverter | 7 | 98.8
timing repair buffer | 35 | 338
multi-input combinational | 165 | 1070
fill | 484 | 2190
-- critical path: cells and delay by family (launching register included) --
family	cells	cell delay (ns)
simple gates	4	0.49
buf+inv	1	0.22
flops	1	0.39
Power and IR drop assume default switching activity.
