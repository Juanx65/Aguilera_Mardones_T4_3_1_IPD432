**design/flow/run.sh**
```bash
#!/bin/bash
# OpenROAD 26Q1-2900-gdf79404cd8, Yosys 0.63+post, stock flow scripts
make -C /OpenROAD-flow-scripts/flow DESIGN_CONFIG=/design/flow/config.mk WORK_HOME=/design/flow/orfs finish
```
**design/flow/config.mk**
```make
export PLATFORM = sky130hd
export DESIGN_NAME = UART_TX_Logic
export DESIGN_NICKNAME = UART_TX_Logic
export VERILOG_FILES = /design/flow/design.v
export SDC_FILE = /design/flow/constraint.sdc
export NUM_CORES = 4
export LEC_CHECK = 1
export CORE_UTILIZATION = 50
```
**design/flow/constraint.sdc**
```tcl
current_design UART_TX_Logic

set clk_period 2.4
set clk_io_pct 0.2

create_clock -name clk0 -period $clk_period [get_ports {clk}]

set non_clock_inputs [all_inputs -no_clocks]
set_input_delay [expr $clk_period * $clk_io_pct] -clock clk0 $non_clock_inputs
set_output_delay [expr $clk_period * $clk_io_pct] -clock clk0 [all_outputs]
```
**design/flow/design.v**
```verilog
`timescale 1ns / 1ps
module UART_TX_Logic
#(parameter 
    BR_SIZE = 1024,
    BR_WIDTH = 10,
    CLK_FREQUENCY = 100000000,
	BAUD_RATE = 115200
)(
    input logic clk, rst,
    input logic [31:0] data32,
    input logic flag_ready32, flag_process,
    input logic [2:0] operation,
    output logic flag_sent32,
    output logic UART_TX
    );
    logic [7:0] tx_data32;
    logic tx_send32;
    logic tx_busy;
    fsm_send32 SEND32(
       .clk(clk),
       .rst(rst),
	   .data(data32),
       .flag_ready_in(flag_ready32),
       .tx_busy(tx_busy),
       .flag_sent32(flag_sent32),
       .tx_data(tx_data32),
       .tx_send(tx_send32)
   );
    logic baud_tick;
    uart_baud_tick_gen #(
		.CLK_FREQUENCY(CLK_FREQUENCY),
		.BAUD_RATE(BAUD_RATE),
		.OVERSAMPLING(1)
	) baud_tick_blk (
		.clk(clk),
		.enable(tx_busy),
		.tick(baud_tick)
	);
	uart_tx uart_tx_blk (
		.clk(clk),
		.reset(rst),
		.baud_tick(baud_tick),
		.tx_start(tx_send32),
		.tx_data(tx_data32),
		.tx(UART_TX),
		.tx_busy(tx_busy)
	);
endmodule
`timescale 1ns / 1ps
module fsm_send32
(
	input  logic clk, rst,
	input  logic [31:0] data,
    input  logic flag_ready_in,
    input  logic tx_busy,
    output logic [7:0] tx_data,
    output logic tx_send, flag_sent32
);
 logic [7:0] tx_data_nx;
 logic tx_send_nx;
 logic [1:0] contByte, contByte_nx;
 typedef enum logic [3:0] {IDLE, BYTE_READY,SEND, ESPERA} state;
 state pr_state, nx_state;
 always_ff @(posedge clk)
	if (rst) pr_state <= IDLE;
	else pr_state <= nx_state;
  initial tx_data = 'b0;
  initial contByte = 'b0;
  initial tx_send = 'b0;
  initial flag_sent32 = 'b0;
 always_comb begin
    tx_data_nx = tx_data;
    contByte_nx = 'b0;
    tx_send_nx = 'b0;
    nx_state = pr_state;
    flag_sent32 = 'b0;
	case (pr_state)
		IDLE:
            if(flag_ready_in)
                nx_state = BYTE_READY;
        BYTE_READY:
        begin
            tx_data_nx = data[contByte*8+:8];
            contByte_nx = contByte;
            if(~tx_busy)
                nx_state = SEND;
        end
        SEND:
        begin
            tx_send_nx = 'b1;
            contByte_nx = contByte + 1;
            if(contByte == 'd3) begin
                nx_state = IDLE;
                flag_sent32 = 'b1;
            end else
                nx_state = ESPERA;
        end
        ESPERA:
        begin
            contByte_nx = contByte;
            if(~tx_busy)
                nx_state = BYTE_READY;
        end
	endcase
 end
	always_ff @(posedge clk) begin
        tx_data <= tx_data_nx;
        contByte <= contByte_nx;
        tx_send <= tx_send_nx;
    end
endmodule
`timescale 1ns / 1ps
module uart_baud_tick_gen
#(
	parameter CLK_FREQUENCY = 25000000,
	parameter BAUD_RATE = 115200,
	parameter OVERSAMPLING = 1
)(
	input clk,
	input enable,
	output tick
);
	function integer clog2;
		input integer value;
		begin
			value = value - 1;
			for (clog2 = 0; value > 0; clog2 = clog2 + 1)
				value = value >> 1;
		end
	endfunction
	localparam ACC_WIDTH = clog2(CLK_FREQUENCY / BAUD_RATE) + 8;
	localparam SHIFT_LIMITER = clog2(BAUD_RATE * OVERSAMPLING >> (31 - ACC_WIDTH));
	localparam INCREMENT =
			((BAUD_RATE * OVERSAMPLING << (ACC_WIDTH - SHIFT_LIMITER)) +
			(CLK_FREQUENCY >> (SHIFT_LIMITER + 1))) / (CLK_FREQUENCY >> SHIFT_LIMITER);
	(* keep = "true" *)
	reg [ACC_WIDTH:0] acc = 0;
	always @(posedge clk)
		if (enable)
			acc <= acc[ACC_WIDTH-1:0] + INCREMENT[ACC_WIDTH:0];
		else
			acc <= INCREMENT[ACC_WIDTH:0];
	assign tick = acc[ACC_WIDTH];
endmodule
`timescale 1ns / 1ps
module uart_tx
(
	input clk,
	input reset,
	input baud_tick,
	input tx_start,
	input [7:0] tx_data,
	output reg tx,
	output reg tx_busy
);
	localparam TX_IDLE  = 2'b00;
	localparam TX_START = 2'b01;
	localparam TX_SEND  = 2'b10;
	localparam TX_STOP  = 2'b11;
	reg [1:0] state = TX_IDLE, state_next;
	reg [2:0] counter = 3'd0, counter_next;
    reg [7:0] tx_data_reg;
    always @(posedge clk) begin
        if (reset)
            tx_data_reg <= 'd0;
        else if (state == TX_IDLE && tx_start)
            tx_data_reg <= tx_data;
    end
	always @(*) begin
		tx = 1'b1;
		tx_busy = 1'b1;
		state_next = state;
		counter_next = counter;
		case (state)
		TX_IDLE: begin
			tx_busy = 1'b0;
			state_next = (tx_start) ? TX_START : TX_IDLE;
		end
		TX_START: begin
			tx = 1'b0;
			state_next = (baud_tick) ? TX_SEND : TX_START;
			counter_next = 'd0;
		end
		TX_SEND: begin
			tx = tx_data_reg[counter];
			if (baud_tick) begin
				state_next = (counter == 'd7) ? TX_STOP : TX_SEND;
				counter_next = counter + 'd1;
			end
		end
		TX_STOP:
			state_next = (baud_tick) ? TX_IDLE : TX_STOP;
		endcase
	end
	always @(posedge clk) begin
		if (reset) begin
			state <= TX_IDLE;
			counter <= 'd0;
		end else begin
			state <= state_next;
			counter <= counter_next;
		end
	end
endmodule
```
==> run notes <==
Implementation progress

The report lists the number of standard-cell rows as 23. The final global-route overflow total stands at 0. Data on the critical path is required at its endpoint by 1920 ps. The x dimension of the die stands at 68.0 um. Across the VDD grid, the largest voltage drop is 0.000323 V. The violation tally recorded at the end of detailed-routing iteration 0 is 68. The flip-flop count of the largest register, all copies and words added stands at 18.

According to the report, the first pass of detailed routing completed in 4 iterations. Yosys printed 3 warnings. The number of buffers inserted by port buffering stands at 36.

The worst setup path is captured at an output port. The worst-case headroom to the max-slew limit stands at 0.541. The post-detailed-routing wire length stands at 3.80 mm. The number of remaining DRC errors stands at 0. Leaving out fill and tap cells, the most frequent cells in the layout are sky130_fd_sc_hd__dfxtp_1, sky130_fd_sc_hd__clkdlybuf4s50_1, sky130_fd_sc_hd__a21oi_1. Counting pins that exceed their max-slew limit in the final report gives 0.

TritonCTS built the clock tree. Once routing completed, OpenROAD measured the worst setup slack at 155 ps. The count of nets left with antenna violations after detail routing stands at 0.

Measured along the y axis, the die boundary spans 68.0 um. The overall track demand over capacity in global routing stands at 0.183. The post-cts hold-fix buffer tally stands at 0.

In this run the static leakage power is 0.973 nW. The worst hold margin stands at 411 ps. The source-to-sink clock delay at the later pin of the worst-skew pair stands at 300 ps. The weighted congestion at the end of routability-driven global placement stands at 0.767. The number of warning messages in the logs stands at 35. The setup path with the least slack is of type register to output port. The slowest stage of the critical path belongs to the cell sky130_fd_sc_hd__mux4_2. The clock sink count stands at 46. The pre-CTS setup check shows a worst slack of 190 ps.

Between clock sinks in the finished design, the worst skew comes to 11.7 ps. Looking at the clock tree report, the maximum root-to-sink buffer count equals 2. The number of placed instances, taps included stands at 291. The accumulated negative setup slack stands at 0 ps. The floorplan step defined a core boundary enclosing 4090 um2. The number of CTS-inserted buffers stands at 5. The initial antenna violation count is 0.

The clock-pin slew of the registers on the worst-case setup and hold paths stands at 90 ps. Pin placement for this block handled 41 I/O pins. The longest incremental delay of any stage on the critical path is reported as 480 ps.

Of the available clock period, the critical path in the final layout requires 0.935. The min-delay analysis places its worst path in the category register to register. The synthesized area per cell stands at 10.4 um2.

The measured slew at the worst slew-check pin stands at 686 ps. In this run the cell area of the synthesized design comes to 2170 um2. The final critical path time including I/O delays and setup stands at 2250 ps. The tree is rooted in a sky130_fd_sc_hd__clkbuf_8. The cell family contributing the most delay on the critical path is multiplexers. The average wire per cell in the routed design stands at 12.7 um.

The HPWL after detailed placement is 2.88 mm. The first global-routing pass estimated 6.19 mm of wire. The via count normalized by instance count stands at 5.59. At the floorplan stage, the core utilization is reported as 0.532. The top fanout value on the critical path stands at 3.

The power per unit of standard cell area stands at 557 nW/um2. The pin count of the biggest net entering global routing stands at 21. The final-report hold violation count stands at 0. The report counts max-capacitance violations totalling 0. The run finished with clean final reports. The via count of the first global-routing pass came to 1468. Of the cells placed in the final design, the portion with a size suffix greater than 1 is 0.116. The filler cell count in the final layout stands at 305. The area growth from synthesis to layout is 24.5%. The sum of buffers and inverters on the critical path stands at 1. Setup repair after global routing left no endpoint under its margin. Based on the critical path, the design can be clocked at up to 445 MHz.

The final setup violation count stands at 0. Summing all non-filler instances in the final layout gives an area of 2710 um2. Detailed placement reports a standard cell area of 2590 um2. The floorplan die area stands at 4620 um2. After technology mapping, the gate count stands at 210. Walking the worst path, the cells encountered are mux4_2, mux2_4, nand2_1, a21oi_1, dlygate4sd2_1. The worst setup path is launched from a register.

The count of non-filler cells in the finished layout stands at 300. The H-tree was split into 2 levels. At the worst endpoint, the arrival time is 1770 ps. The final route contains 1677 vias.

The number of antenna diodes in the final layout is 0.
final cells by class:
cell class,instances,area (um2),share of cell area
Sequential cell,46,1020,0.379
Inverter,9,33.8,0.0125
Timing Repair Buffer,40,389,0.144
Tap cell,50,62.6,0.0231
Multi-Input combinational cell,147,1090,0.404
Clock inverter,2,10.0,0.00370
Clock buffer,6,93.8,0.0347
routing by layer:
layer	GRT usage	vias up	wire length (um)
met3	0.0456	8	251
met1	0.300	769	1910
met2	0.266	51	1580
met5	0	-	0
met4	0.0260	0	59
li1	-	849	-
path summary, 6_finish.rpt:
path / depth (start not counted) / slack, ps / startpoint / to
hold / removal: 0 / 410 / SEND32.pr_state[1] / SEND32.tx_send
setup / recovery: 5 / 150 / uart_tx_blk.counter[0] / UART_TX
hold reg to reg: 0 / 410 / SEND32.pr_state[1] / SEND32.tx_send
setup reg to reg: 6 / 680 / baud_tick_blk.acc[1] / baud_tick_blk.acc[15]
through the flow:
stage / util / total power [mW]
final: 0.662 / 1.51
after detailed placement: 0.633 / 1.01
after global placement: 0.633 / 1.00
after CTS: 0.662 / 1.52
after floorplan: - / 0.933
after global routing: 0.662 / 1.57
what timing repair did:
item                       in CTS  in global routing
setup endpoints to repair       1                  0
hold endpoints to repair        0                  0
buffers inserted                1                  0
resized                         4                  0
where the power goes:
| group | total (mW) | leakage, nW | internal, mW | switching (mW) |
|---|---|---|---|---|
| Clock | 0.517 | 0.0561 | 0.265 | 0.253 |
| Combinational | 0.152 | 0.527 | 0.102 | 0.0503 |
| Sequential | 0.837 | 0.389 | 0.819 | 0.0187 |
Power and IR drop assume default switching activity.
